**design/flow/run.sh**
```bash
#!/bin/bash
# OpenROAD 26Q1-2900-gdf79404cd8, Yosys 0.63+post, stock flow scripts
make -C /OpenROAD-flow-scripts/flow DESIGN_CONFIG=/design/flow/config.mk WORK_HOME=/design/flow/orfs finish
```
**design/flow/config.mk**
```make
export PLATFORM = sky130hd
export DESIGN_NAME = CliqueCounter
export DESIGN_NICKNAME = CliqueCounter
export VERILOG_FILES = /design/flow/design.v
export SDC_FILE = /design/flow/constraint.sdc
export NUM_CORES = 4
export LEC_CHECK = 1
export CORE_AREA = 10 10 70 70
export DIE_AREA = 0 0 80 80
```
**design/flow/constraint.sdc**
```tcl
current_design CliqueCounter

set clk_period 2.7
set clk_io_pct 0.2

create_clock -name clk0 -period $clk_period [get_ports {clk}]

set non_clock_inputs [all_inputs -no_clocks]
set_input_delay [expr $clk_period * $clk_io_pct] -clock clk0 $non_clock_inputs
set_output_delay [expr $clk_period * $clk_io_pct] -clock clk0 [all_outputs]
```
**design/flow/design.v**
```verilog
module CliqueCounter (
  input [8:0] graph, 
  input clk, 
  output reg [2:0] clique_count
);
reg [2:0] i;
reg [2:0] temp_count;
always @(posedge clk) 
begin
  temp_count = 0;
  for (i = 0; i < 6; i = i + 1) begin
    if ((graph[i+2] && graph[i+1] && graph[i]) == 1)
      temp_count = temp_count + 1;
  end
  clique_count <= temp_count;
end
endmodule
```
==> results.cfg <==
; implementation run metrics
[outcome]
status = finished, final reports clean

[power_and_ir_drop]
totalPowerFinal_uw = 249
net-switching-power_uw = 76.8
seq_power_share = 0.199
pwr-share-clk = 0.317
ir_worst_vdd_mv = 0.0483
sw_frac_of_total = 0.308
power.density_cell_area_nw_per_um2 = 285
cellLeakagePower_uw = 0.000369
comb_power_share = 0.484
internal_power_uw = 173

[cells_and_area]
layoutNonFillerInstCount = 138
post-route-util = 0.256
mostFrequentLayoutCell = buf_4
final_cell_mix = buf_4 (13), nand2_1 (6), clkdlybuf4s50_1 (6), nand3_1 (5)
regMostFlops = clique_count
layout-drive-gt1-share = 0.402
layout-area-overhead-vs-synth_pct = 68.8
biggestRegsByFlops = clique_count: 3 flops
largest_register_ff_count = 3

[grt]
via_count_of_the_first_global_routing_pass = 496
groute.usage.overall = 0.0359
grt_remaining_overflow = 0
grt_first_pass_wirelength_um = 2000
number_of_antenna_violations_at_the_first_check_in_global_routing = 0
largest_net_degree_at_the_start_of_global_routing = 11

[yosys]
synth_chip_area_sq_um = 518
synth_area_leader_cell = ha_1
enable_flop_cells = 0
yosysCellCount = 69
sequential_fraction_of_the_synthesis_area = 0.116
netlist_top_cells_area = ha_1 (14%), dfxtp_1 (12%), xnor2_1 (10%)
synthesis.area_sq_um = 518
proportion_of_netlist_area_held_by_the_largest_area_contributor = 0.145
yosys_warnings = 1
avgSynthCellArea_sq_um = 7.51
synth_cells = 69
synth_top_flop_cell = dfxtp_1
synth_async_sr_flop_share = 0
ys_types = 32
synth.ff_latch_count = 3

[floorplan]
design.portCount = 13
dieWidth_um = 80
floorplan.core_util = 0.152
design.core.area_sq_um = 3420
chip_area_sq_um = 6400
row_count = 21
dieHeight_um = 80

[timing]
worst-slew-pin-transition_ns = 0.357
fin_crit_sh = 0.964
endpoints_failing_hold = 0
max_freq_mhz = 384
post-route-min-period_ns = 2.60
timing.final.setup_violations = 0
timing_max_transition_violations_final = 0
whs_ns = 0.982
layout_setup_ws_ns = 0.0983
timing.slew.headroom = 0.761

[detailed_routing]
remaining_drc_errors = 0
wl_um = 1270
detailedRoute.firstPassIterationCount = 4
drt-wirelength-per-cell_um = 9.17
vias_per_cell = 3.91
vias = 540
detail-route-antenna-nets = 0
first_iter_violations = 25
antenna-diode-count = 0

[clocking]
cts.clk_slew.worst_paths_ns = 0.04
ctsRootBufferMaster = clkbuf_4
longest_clk_path_bufs = 2
tritoncts = yes
cts_hold_repair.buffers = 0
ctsHtreeMaxLevel = 1
numClockSinks = 3
cts-buffers-inserted = 3

[worst_hold_path]
hp-start = graph[2]
worstHoldPathType = in -> reg
worst_hold_path.num_cells = 5
min_to = clique_count[2]

[placed_design]
place.gp.congestion = 0.845
port_buffers = 11
pre_cts_setup_slack_ns = -0.501
place_hpwl_um = 1020
post-place-cells = 132

[worst_setup_path]
worst_ep_arrival_time_ns = 2.72
cp_max_fo = 2
worst_setup_path_end_kind = flip-flop
crit_type = in -> reg
setup.worst_path.start_class = input port
worstPathRequired_ns = 2.81

[flow_run]
number_of_warnings_the_tools_reported = 29
drv_cap = 0
-- worst max path at each step --
stage,end,depth (start not counted),slack (ns),startpoint
after CTS,clique_count[2],14,0.03,graph[2]
after global routing,clique_count[2],14,-0.0002,graph[0]
final,clique_count[2],14,0.1,graph[0]
-- worst max-delay path, cell delays in order --
cell and delay (ns):
dlygate4sd2_1 0.23, and3_4 0.16, buf_12 0.12, ha_4 0.27, inv_4 0.04, xnor2_2 0.12, o211ai_2 0.16, ha_1 0.26
mux2_4 0.28, ha_4 0.16, nand2_4 0.06, xnor2_2 0.10, nor2_1 0.06, xor2_1 0.13
-- area by class of cell --
type / count / area, sq um
Fill cell: 360 / 2540
Multi-Input combinational cell: 56 / 493
Timing Repair Buffer: 25 / 218
Sequential cell: 3 / 60.1
Tap cell: 46 / 57.6
Clock buffer: 4 / 26.3
Inverter: 4 / 20.0
-- per-stage QoR --
stage / setup TNS, ns / instance area (sq um)
4_1_cts: 0 / 866
6_report: 0 / 875
3_3_place_gp: -0.901 / 798
2_1_floorplan: 0 / 568
3_5_place_dp: -0.996 / 798
5_1_grt: -0.000155 / 875
-- kinds of logic after synthesis --
logic type,share of synthesized area
multiplexers,0.0483
AND-OR/OR-AND,0.181
buffers and inverters,0.0990
flip-flops,0.116
AND/OR/NAND/NOR,0.275
adder cells (fa/ha/maj),0.145
XOR/XNOR,0.135
-- routing by layer --
| layer | share of wire | global-route usage | vias up | wire (um) |
|---|---|---|---|---|
| met4 | 0.0047 | 0.0106 | 0 | 6 |
| met3 | 0.070 | 0.00568 | 2 | 88 |
| met5 | 0 | 0 | - | 0 |
| met2 | 0.45 | 0.0530 | 18 | 573 |
| li1 | - | - | 284 | - |
| met1 | 0.47 | 0.0520 | 236 | 596 |
-- Yosys cell counts (all sizes together) (2+ instances only) --
| cell type | instances |
|---|---|
| nand2 | 7 |
| nand3 | 7 |
| ha | 6 |
| xnor2 | 6 |
| a21oi | 4 |
| buf | 4 |
| inv | 4 |
| nor2 | 4 |
| dfxtp | 3 |
| clkbuf | 2 |
| nor3 | 2 |
| nor3b | 2 |
| o211ai | 2 |
| xor2 | 2 |
-- repair_timing --
item / in CTS / in global routing
setup buffers: 2 / 0
gates resized: 12 / 6
pin swaps: 11 / 6
endpoints found under the setup margin: 2 / 2
-- power groups by stage --
stage,registers [uW],clock network [uW],logic [uW]
4_1_cts,49.6,84.0,119
5_1_grt,49.9,83.9,133
6_report,49.6,79.2,121
Power figures rest on the tool's default switching activity, not on a simulated workload.
